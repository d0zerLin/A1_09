===== run.sh =====
#!/bin/bash
# OpenROAD 26Q1-2900-gdf79404cd8, Yosys 0.63+post, stock flow scripts
make -C /OpenROAD-flow-scripts/flow DESIGN_CONFIG=/design/flow/config.mk WORK_HOME=/design/flow/orfs finish

===== config.mk =====
export PLATFORM = sky130hd
export DESIGN_NAME = Mat2x2
export DESIGN_NICKNAME = Mat2x2
export VERILOG_FILES = /design/flow/design.v
export SDC_FILE = /design/flow/constraint.sdc
export NUM_CORES = 4
export LEC_CHECK = 1
export CORE_UTILIZATION = 30

===== design.v =====
`timescale 1ns / 1ps
module Mat2x2(A,B,S);
input [31:0]A;
input [31:0]B;
output wire [31:0]S;
assign S[7:0]= A[7:0]* B[7:0] +  A[15:8]* B[23:16];
assign S[15:8]=A[7:0]* B[15:8] +  A[15:8]* B[31:24];
assign S[23:16]= A[23:16]* B[7:0] +  A[31:24]* B[23:16];
assign S[31:24]= A[23:16]* B[15:8] +  A[31:24]* B[31:24];
endmodule

===== constraint.sdc =====
current_design Mat2x2

set clk_period 7.6
set clk_io_pct 0.2

create_clock -name clk0 -period $clk_period

set non_clock_inputs [all_inputs -no_clocks]
set_input_delay [expr $clk_period * $clk_io_pct] -clock clk0 $non_clock_inputs
set_output_delay [expr $clk_period * $clk_io_pct] -clock clk0 [all_outputs]

==> out/summary.rpt <==
FLOORPLAN
--------------------------------------------------------------------------------
Total core area                                                      25,470 um^2
Ports                                                                         96
Total die size                                                       26,910 um^2
Starting utilization of the core area                                     30.93%
Horizontal die size                                                     164.1 um
Core Rows                                                                     58
Die boundary height                                                     164.1 um

STA
--------------------------------------------------------------------------------
Max Slew Vio Count                                                             0
Setup TNS                                                            -0.03445 ns
Number of hold violations in the final report                                  0
Setup repair after global routing missed its margin                         true
Setup violation total in the final timing report                               2
Setup WS post-layout                                                 -0.02506 ns
Final period demand of the worst path                                   7.625 ns
Final period util                                                         100.3%
Upper clock frequency limit                                            131.1 MHz
Worst slew pin tran                                                    0.4653 ns
Max transition margin                                                     68.76%

RUN
--------------------------------------------------------------------------------
Number of maximum-capacitance violations                                       0
Tool warnings                                                                 34

SYNTH
--------------------------------------------------------------------------------
Chip Area, Yosys                                                       7879 um^2
Most repeated cell in the gate-level netlist after synthesis               inv_1
Cell count listed in synth_stat.txt                                          910
Total of warnings raised by yosys                                              0
Post-synthesis sequential area ratio                                          0%
Average footprint of a synthesized cell                               8.658 um^2
Library cell with the largest summed area after synthesis                   fa_1
Post-synth design cell area                                            7879 um^2
Main area contributors                                              fa_1, ha_1, and2_1
Distinct cell type count of the synthesized netlist                           16
Top cell area share                                                       31.51%
Most frequent cells after synthesis                                 inv_1, and2_1, nand2_1, ha_1, fa_1
Post-synthesis instance total                                                910

PWR
--------------------------------------------------------------------------------
Worst VDD drop                                                         0.3829 mV
Clock Power Share                                                             0%
Internal Dissipation                                                    1.768 mW
Static leakage power                                                    5.510 nW
Overall power of the completed layout                                   2.852 mW
Combinational fraction of design power                                    100.0%
Net switching power                                                     1.084 mW
Sw Ratio                                                                  38.02%
Sequential share of power                                                     0%
Total power per unit cell area                                      265.6 nW/um^2

CELLS AND AREA
--------------------------------------------------------------------------------
Number of sequential cells in the layout                                       0
Number of clock buffer instances in the layout                                 0
Area delta synth->final                                                   36.30%
Area taken by flip-flops and latches                                      0 um^2
Proportion of layout cells with a drive suffix above 1                    24.22%
Tally of filler cells in the layout                                        2,483
Final core utilization                                                    42.16%

GLOBAL ROUTE
--------------------------------------------------------------------------------
Maximum number of pins on one net before global-route repair                  17
Gr ovfl total                                                                  0
Wire length of the first global-routing pass                           35,120 um
Number of global-route vias before repair                                  6,710
Global-route total usage across every layer                               17.85%
Number of antenna violations at the first check in global routing              0

HOLD PATH
--------------------------------------------------------------------------------
Worst min path class                                                      in2out
Hold path start                                                            A[16]

ROUTE
--------------------------------------------------------------------------------
Avg Vias per Cell                                                          4.373
1st-pass router iterations                                                     4
Remaining antenna violation count                                              0
Total wire length                                                      21,850 um
DRC Markers                                                                    0
Detailed-route wire length per cell                                     14.78 um
Final antenna diode count                                                      0
Initial DRC Count                                                            196
Overall via count from detail_route                                        6,463

WORST SETUP PATH
--------------------------------------------------------------------------------
Worst setup startpoint                                                     B[11]
Cells traversed along the worst timing path                         buf_6, buf_6, buf_12, nand2_4, fa_1, fa_1, fa_1, inv_2, fa_1, fa_2, fa_2, xor2_2, xnor2_1, xnor2_1, xnor3_1, xnor3_1, buf_2
Top cell by count, worst path                                               fa_1
CP Launch Type                                                         input pin
Critical path required time                                              6.08 ns
Data arrival time of the critical path                                   6.11 ns
Cell class contributing the biggest share of worst-path delay        adder cells
WP buf/inv                                                                     5
Max FO, Critical Path                                                          3
Sort of element at the end of the critical path                       output pin
Worst Setup Path Type                                                     in2out
Cell with the biggest individual delay on the critical path                 fa_1
Crit path largest cell delay                                             0.57 ns

STATUS
--------------------------------------------------------------------------------
Result of the run                                                   complete, but fails checks
Violations in the final reports                                     setup timing

PLACEMENT
--------------------------------------------------------------------------------
Placer Congestion                                                         0.9219
HPWL reported at the end of detailed placement                         18,870 um
Pre-CTS setup slack                                                   -0.8727 ns
Buffers on Ports                                                              96

## per-stage QoR
step / instances / hold WS (ns) / cell area [um^2]
final: 1478 / 3.924 / 10740
after global routing: 1478 / 3.973 / 10740
after CTS: 1457 / 3.940 / 10520
after detailed placement: 1426 / 4.437 / 10080
after global placement: 1426 / 4.434 / 10080
after floorplan: 910 / 3.231 / 7879
## routing by layer
metal | routed length, um | track usage (%)
met5 | 0 | 0
met1 | 9808 | 25.59
met2 | 10290 | 29.03
met4 | 261 | 1.599
met3 | 1487 | 4.327
## layout by cell type (no fill, tap or decap), types with 12 or more instances in the layout
| master | n |
|---|---|
| and2_1 | 141 |
| buf_4 | 136 |
| buf_6 | 36 |
| clkbuf_2 | 14 |
| fa_2 | 12 |
| nand2_1 | 133 |
| fa_1 | 112 |
| clkdlybuf4s50_1 | 37 |
| inv_1 | 169 |
| xnor3_1 | 16 |
| buf_2 | 21 |
| xor2_1 | 20 |
| xnor2_1 | 76 |
| ha_1 | 133 |
## power by group through the flow
stage	sequential, mW	clock, mW	combinational, mW
CTS	0	0	2.85
global route	0	0	3.23
finish	0	0	2.85
## worst paths after layout
kind | end | slack [ns] | depth (start not counted)
worst max-delay path | S[31] | -0.03 | 17
worst min-delay path | S[16] | 3.92 | 4
## cell families after synthesis
| family | Yosys count | synth area share, % |
|---|---|---|
| buffers and inverters | 214 | 10.34 |
| AND/OR/NAND/NOR | 296 | 18.71 |
| XOR/XNOR | 116 | 15.69 |
| adder cells (fa/ha/maj) | 264 | 53.74 |
| AND-OR/OR-AND | 20 | 1.525 |
## cell type report
type | count | area (um^2) | share of cell area (%)
well taps | 330 | 412.9 | 3.845
inverters | 180 | 678.2 | 6.315
multi-input cells | 696 | 7301 | 67.98
repair buffers | 272 | 2347 | 21.86
## timing repair
action	in CTS	in global routing
buffers inserted	31	24
hold buffers	0	0
gates resized	201	95
setup endpoints to repair	13	9
cloned	0	1
pin swaps	59	60
No activity file was given, so power comes from the tool's default toggle rates.
