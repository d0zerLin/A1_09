==> flow/design.v <==
`timescale 1ns / 1ps
module two_by_two(data1,data2,out);   
    input [31:0] data1;
    input [31:0] data2;
    output [31:0] out;   
    reg [31:0] out;
    reg [7:0] a1 [0:1][0:1];
    reg [7:0] b1 [0:1][0:1];
    reg [7:0] out1 [0:1][0:1]; 
    integer i,j,k;
    always@ (data1 or data2)
    begin
        {a1[0][0],a1[0][1],a1[1][0],a1[1][1]} = data1;
        {b1[0][0],b1[0][1],b1[1][0],b1[1][1]} = data2;
        i = 0;
        j = 0;
        k = 0;
        {out1[0][0],out1[0][1],out1[1][0],out1[1][1]} = 32'd0; 
        for(i=0;i < 2;i=i+1)
            for(j=0;j < 2;j=j+1)
                for(k=0;k < 2;k=k+1)
                    out1[i][j] = out1[i][j] + (a1[i][k] * b1[k][j]);
        out = {out1[0][0],out1[0][1],out1[1][0],out1[1][1]};            
    end 
endmodule
==> flow/run.sh <==
#!/bin/bash
# OpenROAD 26Q1-2900-gdf79404cd8, Yosys 0.63+post, stock flow scripts
make -C /OpenROAD-flow-scripts/flow DESIGN_CONFIG=/design/flow/config.mk WORK_HOME=/design/flow/orfs finish
==> flow/config.mk <==
export PLATFORM = sky130hd
export DESIGN_NAME = two_by_two
export DESIGN_NICKNAME = two_by_two
export VERILOG_FILES = /design/flow/design.v
export SDC_FILE = /design/flow/constraint.sdc
export NUM_CORES = 4
export LEC_CHECK = 1
export CORE_UTILIZATION = 50
==> flow/constraint.sdc <==
current_design two_by_two

set clk_period 7.6
set clk_io_pct 0.2

create_clock -name clk0 -period $clk_period

set non_clock_inputs [all_inputs -no_clocks]
set_input_delay [expr $clk_period * $clk_io_pct] -clock clk0 $non_clock_inputs
set_output_delay [expr $clk_period * $clk_io_pct] -clock clk0 [all_outputs]
==> impl_metrics.json <==
{
  "status": "completed",
  "synth_warnings": 4,
  "first_pass_iters": 4,
  "wire_length_of_the_first_global_routing_pass_mm": 34.90,
  "drt_iter0_drc": 216,
  "placement.setup.worst_slack_ns": -0.7707,
  "clkbuf_count": 0,
  "mappedNetlistArea_mm2": 0.007879,
  "post-dp-hpwl_mm": 17.82,
  "worst_hold_path_type": "primary input to output port",
  "post_synth_inst_count": 910,
  "worstHoldEndpoint": "out[7]",
  "final_min_period_over_clock_period": 0.9834,
  "criticalPathCategory": "primary input to output port",
  "slew-limit-headroom": 0.7320,
  "synth_seq_share": 0,
  "power.density_mw_per_mm2": 258.3,
  "layout_min_cycle_time_ns": 7.474,
  "antenna_found_initial": 0,
  "finalHoldWorstSlack_ns": 3.998,
  "via_count_of_the_first_global_routing_pass": 7001,
  "yosys-stat-cells": 910,
  "seq_area_um2": 0,
  "ir_worst_vdd_uv": 271.1,
  "n_antenna_cell": 0,
  "setup_repair_after_global_routing_missed_its_margin": "true",
  "floorplan.core_area_mm2": 0.01531,
  "cts_hold_repair_buffers": 0,
  "die_w_um": 127.5,
  "logic_area_mm2": 0.007372,
  "worst-endpoint-required_ns": 6.08,
  "buffer_ports.inserted": 96,
  "setup_viol": 0,
  "synthDistinctLibCells": 16,
  "power.total_w": 0.002735,
  "fillCellCount": 1147,
  "chipArea_mm2": 0.01626,
  "ioPinCount": 96,
  "seq_cell_count": 0,
  "grt_use_total": 0.2971,
  "total_leakage_power_nw": 5.435,
  "tool_warnings": 34,
  "critPathCaptureType": "output port",
  "wl_mm": 21.10,
  "num_vias": 6500,
  "final-hold-violation-count": 0,
  "drive_gt1_frac": 0.2524,
  "core.rowCount": 45,
  "fin_util": 0.6913,
  "ant_nets": 0,
  "gp_routability_congestion": 0.9083,
  "critical_path.max_fanout": 7,
  "max_freq_ghz": 0.1338,
  "finalSetupTns_ns": 0,
  "worst_ep_arrival_time_ns": 5.95,
  "yosys_area_mm2": 0.007879,
  "worstMarginPinSlew_ns": 0.4008,
  "fp.dieH_um": 127.5,
  "grt_remaining_overflow": 0,
  "grt_start_max_net_pins": 12,
  "crit_path_start": "data1[25]",
  "fp-utilization": 0.5145,
  "setup_slack_ns": 0.1263,
  "syn-mean-instance-area_um2": 8.658,
  "area_growth_pct": 34.38,
  "via_per_inst": 4.822,
  "maxCapViolations": 0,
  "routed_wire_length_per_instance_um": 15.65,
  "worst_min_path_start": "data2[1]",
  "final_routed_drc_violation_total": 0,
  "worst_setup_path_start_kind": "primary input",
  "maxSlewViolCount": 0,
  "worst_hold_path.num_cells": 8
}
cells by family (layout without fill, tap and decap cells):
kind of cell,Yosys count,in the layout,synth area share
and+or+nand+nor,296,296,0.1871
adders and majority gates,264,264,0.5374
buffers and inverters,214,441,0.1034
xor gates and xnor gates,116,116,0.1569
AOI/OAI and AO/OA,20,20,0.01525
placed cells by master, fill, tap and decap left out, types with 3 or more instances in the layout:
| master | netlist | routed |
|---|---|---|
| inv_1 | 180 | 165 |
| and2_1 | 145 | 136 |
| nand2_1 | 143 | 132 |
| ha_1 | 140 | 129 |
| buf_4 | 1 | 126 |
| fa_1 | 124 | 108 |
| xnor2_1 | 79 | 76 |
| buf_6 | 0 | 44 |
| clkdlybuf4s50_1 | 0 | 36 |
| buf_2 | 3 | 27 |
| xor2_1 | 21 | 20 |
| xnor3_1 | 16 | 16 |
| fa_2 | 0 | 16 |
| inv_2 | 0 | 15 |
| nand2_2 | 0 | 10 |
| ha_4 | 0 | 10 |
| and2_4 | 0 | 9 |
| dlygate4sd2_1 | 0 | 7 |
| a21oi_1 | 12 | 6 |
| clkdlybuf4s15_2 | 0 | 6 |
| nor2_1 | 8 | 5 |
| a21o_1 | 4 | 4 |
| o21bai_1 | 4 | 4 |
| a21oi_2 | 0 | 4 |
| dlymetal6s2s_1 | 0 | 4 |
| buf_12 | 0 | 4 |
| xnor2_2 | 0 | 3 |
| buf_8 | 0 | 3 |
what timing repair did:
item                                   4_1_cts  5_1_grt
pin swaps                                   81       55
setup buffers                               45        7
gates resized                              277       66
endpoints found under the hold margin        0        0
setup endpoints to repair                   15       10
report_power, final:
part           internal, W  switching, W
registers                0             0
clock network            0             0
logic              0.00167       0.00107
stage by stage:
step                      instances  area, µm²
after floorplan                 910       7879
after global placement         1300       9856
after detailed placement       1300       9856
after CTS                      1345      10330
after global routing           1348      10590
final                          1348      10590
Yosys cell counts (all sizes together):
cell,n,area (µm²)
a21o,4,30.03
a21oi,12,60.06
and2,145,907.1
buf,4,22.52
clkbuf,30,116.4
fa,124,2482
ha,140,1752
inv,180,675.7
nand2,143,536.8
nor2,8,30.03
o21bai,4,30.03
xnor2,79,691.9
xnor3,16,360.4
xor2,21,183.9
critical path, cell delays in order:
cell           delay (ns)
buf_2                0.14
buf_6                0.14
and2_4               0.15
fa_1                 0.50
ha_1                 0.34
ha_4                 0.28
inv_2                0.03
fa_1                 0.55
fa_1                 0.44
fa_1                 0.54
inv_2                0.05
ha_4                 0.22
a21oi_4              0.16
o21bai_1             0.11
a21oi_2              0.13
xnor3_1              0.40
dlygate4sd2_1        0.25
per-layer routing:
metal	track usage	part of all wire
met5	0	0
met1	0.4244	0.44
met2	0.4773	0.46
met4	0.05812	0.027
met3	0.07722	0.075
area by class of cell:
| cell class | count | share of cell area |
|---|---|---|
| Timing Repair Buffer | 261 | 0.2150 |
| Multi-Input combinational cell | 696 | 0.6963 |
| Tap cell | 211 | 0.02493 |
| Inverter | 180 | 0.06381 |
worst max-delay path by stage:
stage / slack (ns) / to
final: 0.13 / out[23]
after global routing: -0.04 / out[7]
after CTS: -0.008 / out[7]
